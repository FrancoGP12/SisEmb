<file path="config.mk">
export PLATFORM = sky130hd
export DESIGN_NAME = Top
export DESIGN_NICKNAME = Top
export VERILOG_FILES = /design/flow/design.v
export SDC_FILE = /design/flow/constraint.sdc
export NUM_CORES = 4
export LEC_CHECK = 1
export CORE_UTILIZATION = 30
</file>
<file path="constraint.sdc">
current_design Top

set clk_period 5.6
set clk_io_pct 0.2

create_clock -name clk0 -period $clk_period [get_ports {Clk}]

set non_clock_inputs [all_inputs -no_clocks]
set_input_delay [expr $clk_period * $clk_io_pct] -clock clk0 $non_clock_inputs
set_output_delay [expr $clk_period * $clk_io_pct] -clock clk0 [all_outputs]
</file>
<file path="design.v">
`timescale 1ns / 1ps
module Clk1Hz(
    input Rst,
    input Clk,
    output reg ClkOut
    );
    parameter BoardFrequency = 100000000;
    parameter Exp = 27;
    reg [Exp-1:0] FreqCounter;
    always @(posedge Clk)
    begin
        if (Rst)
            FreqCounter = 0;
        else
            if (FreqCounter == (BoardFrequency - 1)) begin
                FreqCounter = 0;
                ClkOut = 1'b1;
            end
            else begin
                FreqCounter = FreqCounter + 1'b1;
                ClkOut = 1'b0;
            end
    end
endmodule
`timescale 1ns / 1ps
module Cont0a23(
    input Load,
    input Enable,
    input Rst,
    input Clk,
    input [3:0] ValorDec,
    input [3:0] ValorUni,
    output [7:0] Cuenta
    );
    reg [3:0] incDec = 0;
    reg [3:0] incUni = 0;
    always @(posedge Clk)
    begin
        if (Rst) begin
            incUni = 4'b0000;
            incDec = 4'b0000;
        end
        else if (Load) 
        begin
            incDec = ValorDec;
            incUni = ValorUni;
            if (incDec> 4'b0010) incDec= 4'b0010;
            if (incUni> 4'b1001) incUni= 4'b1001;
            if (incDec==4'b0010)incUni=(incUni>4'b0011)?4'b0011:ValorUni;
        end
        else
            if (Enable)
                if (incDec== 4'b0010 && incUni== 4'b0011) begin
                    incDec= 4'b0000;
                    incUni= 4'b0000;
                end
                else 
                begin
                    if (incUni== 4'b1001) begin
                        incUni= 0;
                        incDec= incDec + 1'b1;
                    end
                    else
                        incUni= incUni + 1'b1;
                end
    end
    assign Cuenta[7:4] = incDec;
    assign Cuenta[3:0] = incUni;
endmodule
`timescale 1ns / 1ps
module Cont0a3(
    input Enable,
    input Rst,
    input Clk,
    output [1:0] Cuenta
    );
    reg [1:0] inc = 0;
    always @(posedge Clk)
    begin
        if (Rst)
            inc = 2'b00;
        else
            if (Enable)
                if (inc == 2'b11)
                    inc = 2'b00;
                else
                    inc = inc + 1'b1;
    end
    assign Cuenta = inc;
endmodule
`timescale 1ns / 1ps
module Cont0a5(
    input Load,
    input Enable,
    input Rst,
    input Clk,
    input [3:0] Valor,
    output TCO,
    output [3:0] Cuenta
    );
    reg [3:0] inc = 0;
    always @(posedge Clk)
    begin
        if (Rst)
            inc = 4'b0000;
        else if (Load)
            inc =(inc > 4'b0101)?4'b0101:Valor;
        else
            if (Enable)
                if (inc == 4'b0101)
                    inc = 4'b0000;
                else
                    inc = inc + 1'b1;
    end
    assign Cuenta = inc;
    assign TCO = (inc == 4'b0101) ? 1'b1 : 1'b0;
endmodule
`timescale 1ns / 1ps
module Cont0a9(
    input Load,
    input Enable,
    input Rst,
    input Clk,
    input [3:0] Valor,
    output TCO,
    output [3:0] Cuenta
    );
    reg [3:0] inc = 0;
    always @(posedge Clk)
    begin
        if (Rst)
            inc = 4'b0000;
        else if (Load)
            inc = (inc > 4'b1001) ? 4'b1001 : Valor;
        else 
            begin
            if (Enable)
                if (inc == 4'b1001)
                    inc = 4'b0000;
                else
                    inc = inc + 1'b1;
            end
    end
    assign Cuenta = inc;
    assign TCO = (inc == 4'b1001) ? 1'b1 : 1'b0;
endmodule
`timescale 1ns / 1ps
module DecBCD7Seg(
    input [3:0] BCD,
    output reg [7:0] Seg
    );
    always @(BCD)
    begin
        case (BCD)
            4'b0000: Seg <= 8'b11000000;
            4'b0001: Seg <= 8'b11111001;
            4'b0010: Seg <= 8'b10100100;
            4'b0011: Seg <= 8'b10110000;
            4'b0100: Seg <= 8'b10011001;
            4'b0101: Seg <= 8'b10010010;
            4'b0110: Seg <= 8'b10000010;
            4'b0111: Seg <= 8'b11111000;
            4'b1000: Seg <= 8'b10000000;
            4'b1001: Seg <= 8'b10010000;
            default: Seg <= 8'b11111111;
        endcase
    end
endmodule
`timescale 1ns / 1ps
module Mux4to1(
    input [3:0] DecHor,
    input [3:0] UniHor,
    input [3:0] DecMin,
    input [3:0] UniMin,
    input [2:0] Sel,
    output reg [3:0] Tiempo
    );
    always @(DecHor or UniHor or DecMin or UniMin or Sel)
    begin
        case (Sel)
            2'b00 : Tiempo = UniMin;
            2'b01 : Tiempo = DecMin;
            2'b10 : Tiempo = UniHor;
            2'b11 : Tiempo = DecHor;
            default : Tiempo = 0;
        endcase
    end
endmodule
`timescale 1ns / 1ps
module RefreshDisplay(
    input Rst,
    input Clk,
    output  reg ClkOut
    );
    parameter BoardFrequency = 100000000;
    parameter Exp = 27;
    reg [Exp-1:0] FreqCounter;
    always @(posedge Clk)
    begin
        if (Rst)
            FreqCounter = 0;
        else
            if (FreqCounter == 124999) begin
                FreqCounter = 0;
                ClkOut = 1'b1;
            end
            else 
            begin
                FreqCounter = FreqCounter + 1'b1;
                ClkOut = 1'b0;
            end
    end
endmodule
`timescale 1ns / 1ps
module SelAnodo(
    input [1:0] Sel,
    output reg [3:0] Anodo
    );
     always @(Sel)
    begin
        case (Sel)
            2'b00 : Anodo = 4'b1110;
            2'b01 : Anodo = 4'b1101;
            2'b10 : Anodo = 4'b1011;
            2'b11 : Anodo = 4'b0111;
            default : Anodo = 4'b1111;
        endcase
    end
endmodule
`timescale 1ns / 1ps
module Top(
    input HorEn,
    input [3:0] DecEnt,
    input MinEn,
    input [3:0] UniEn,
    input Rst,
    input Clk,
    output [7:0] Seg,
    output [3:0] Disp,
    output [7:0] SegOut
    );
    wire        EnHoras_Int;
    wire        EnDecMin_Int;
    wire        EnUniMin_Int;
    wire        EnSeg_Int;
    wire        EnDecSeg_Int;
    wire        Clk1Hz_Int;
    wire        TCODecMin_Int;
    wire        TCOUniMin_Int;
    wire        TCODecSeg_Int;
    wire        TCOUniSeg_Int;
    wire        [7:0] Hor_Int;
    wire        [3:0] DecMin_Int;
    wire        [3:0] UniMin_Int;
    wire        ClkRefresh_Int;
    wire        [1:0] Sel_Int;
    wire        [3:0] Tiempo_Int;
    assign EnHoras_Int = EnDecMin_Int & TCODecMin_Int & Clk1Hz_Int;
    assign EnDecMin_Int = EnUniMin_Int & TCOUniMin_Int & Clk1Hz_Int;
    assign EnUniMin_Int = TCOUniSeg_Int & TCODecSeg_Int & Clk1Hz_Int;
    assign EnSeg_Int = HorEn | MinEn;
    assign EnDecSeg_Int = TCOUniSeg_Int & Clk1Hz_Int;
      Clk1Hz         U1(Rst,Clk,Clk1Hz_Int);
      Cont0a9        U2(EnSeg_Int,Clk1Hz_Int,Rst,Clk,4'b0000,TCOUniSeg_Int,SegOut[3:0]);
      Cont0a5        U3(EnSeg_Int,EnDecSeg_Int,Rst,Clk,4'b0000,TCODecSeg_Int,SegOut[7:4]);
      Cont0a9        U4(MinEn,EnUniMin_Int,Rst,Clk,UniEn,TCOUniMin_Int,UniMin_Int);
      Cont0a5        U5(MinEn,EnDecMin_Int,Rst,Clk,DecEnt,TCODecMin_Int,DecMin_Int);
      Cont0a23       U6(HorEn,EnHoras_Int,Rst,Clk,DecEnt,UniEn,Hor_Int);
      RefreshDisplay U7(Rst,Clk,ClkRefresh_Int);
      Cont0a3        U8(ClkRefresh_Int,Rst,Clk,Sel_Int);
      Mux4to1        U9(Hor_Int[7:4],Hor_Int[3:0],DecMin_Int,UniMin_Int,Sel_Int,Tiempo_Int);
      SelAnodo       U10(Sel_Int,Disp);
      DecBCD7Seg     U11(Tiempo_Int,Seg);    
endmodule               
</file>
<file path="run.sh">
#!/bin/bash
# OpenROAD 26Q1-2900-gdf79404cd8, Yosys 0.63+post, stock flow scripts
make -C /OpenROAD-flow-scripts/flow DESIGN_CONFIG=/design/flow/config.mk WORK_HOME=/design/flow/orfs finish
</file>
==> flow_summary.toml <==
# yosys + openroad results
[grt]
first_pass_grt_wire_length_um = 16100
globalRoute.totalOverflow = 0
grt_antenna_before_repair = 0
first_global_vias = 3435
grt_start_max_net_pins = 32
grt_use_total = 0.132

[final_timing]
tns_ns = 0
grt_setup_unrepaired = "no"
min_period_ns = 4.09
max_freq_mhz = 245
worst_clock_skew_ns = 0.00688
hold_viol = 0
setup_violations = 0
max_slew_margin = 0.364
timing.final.crit_share = 0.730
final_slew_violations = 0
worstMarginPinSlew_ns = 0.955

[synth]
ys_area_sq_um = 4430
synthesis.instances = 539
number_of_flops_mapped_to_enable_cells_by_yosys = 2
syn-mean-instance-area_sq_um = 8.22
yosys_register_bits = 82
synth.yosys.seq_area_share = 0.375
synthesis.yosys.warnings = 10
yosysUniqueCellTypes = 58
post_synth_instance_area_sq_um = 4430
postSynth.asyncResetShare = 0
synthFlopType = "sky130_fd_sc_hd__dfxtp_1"
synth_stat.cells = 539

[worst_setup_path]
worst_r2r_startpoint = "U7.FreqCounter[9]$_SDFF_PP0_"
regToRegEndpoint = "U7.FreqCounter[12]$_SDFF_PP0_"
type_of_the_worst_setup_path = "register to primary output"
endpoint_kind = "primary output"
worst_path_largest_cell_delay_ns = 0.75
slowest_stage = "sky130_fd_sc_hd__a221oi_1"
regToRegSetupSlack_ns = 3.15
worst-path-max-fanout = 8
rr_worst_depth = 5
setup.worst_path.start_class = "register"
critical_path.cell_chain = "inv_1 -> ha_1 -> a22o_1 -> a221oi_1 -> nor3_1 -> a21oi_1 -> clkdlybuf4s50_1"
crit_arrival_ns = 2.97
critical_path_required_ns = 4.48

[detailed_routing]
dr.first_iter.drc_count = 243
route.detailed.vias_per_inst = 4.99
drc = 0
insertedDiodeCount = 0
remaining_antenna_violation_count = 0
totalWireLength_um = 9390
detail_route.first_pass.iterations = 4
route.vias.total = 3770
routedWlPerCell_um = 12.4

[clocking]
root_buffer = "sky130_fd_sc_hd__clkbuf_16"
clock_tree.htree_level_count = 3
tritoncts = "built"
later_pin_clock_latency_in_the_skew_report_ns = 0.33
path_clk_slew_ns = 0.06
hold_buffers = 0
cts_num_sinks = 82
ctsResizeCount = 0
clock_tree.buffer_depth = 2
cts_buf_count = 9
post_cts_buffers = 0

[hold_path]
worst_hold_path_type = "register to register"
timing.hold.worst_path_depth = 1
hold_path_startpoint = "U7.FreqCounter[0]$_SDFF_PP0_"
whs_endpoint = "U7.FreqCounter[0]$_SDFF_PP0_"

[layout]
comb_area_sq_um = 2610
post_route_cells_drive_above_1_share = 0.0578
area_delta_synth_final_pct = 17.8
sequential_cell_area_sq_um = 1660
fillCellCount = 1390

[floorplanning]
die_area_sq_um = 15200
die_height_um = 123
die.size.x_um = 123
coreArea_sq_um = 14500
number_of_placement_rows = 44
floorplan.core_util = 0.306
ports = 32

[placed_design]
gp_routability_congestion = 0.858
dp_hpwl_um = 6570
buffer_ports.inserted = 30

[pwr]
power_density_nw_per_um2 = 257
total_power_mw = 1.34
vdd_drop_max_v = 0.000142
total_leakage_power_nw = 1.86

[status]
outcome = "finished, final reports clean"

[flow_run]
tool_warnings = 35
max-cap-violations = 0
==> cells by family (layout without fill, tap and decap cells) <==
group | count (synthesis) | in the layout | share of synthesized area
compound gates | 72 | 72 | 0.108
xor+xnor | 54 | 54 | 0.107
fa+ha+maj | 16 | 16 | 0.0452
buf+inv | 38 | 70 | 0.0356
flops | 82 | 82 | 0.375
mux | 12 | 12 | 0.0277
other cells | 1 | 1 | 0.000847
simple gates | 264 | 264 | 0.301
==> critical path, delay by kind of cell, from the launching register on <==
kind	cells	cell delay [ns]
DFF	1	0.42
buffers and inverters	2	0.56
AOI/OAI and AO/OA	3	1.18
adders and majority gates	1	0.26
and+or+nand+nor	1	0.21
==> registers in the layout (all words and copies together), names as in the netlist <==
signal          count
U3.inc              4
U6.incUni           4
U6.incDec           4
U1.FreqCounter     27
U2.inc              4
U8.inc              2
U7.FreqCounter     27
U7.ClkOut           1
U5.inc              4
U4.inc              4
U1.ClkOut           1
==> per-layer routing <==
metal	up-vias	GRT usage	part of all wire
met4	0	0.0196	0.015
li1	1957	-	-
met2	64	0.203	0.43
met3	13	0.0278	0.043
met1	1736	0.199	0.51
met5	-	0	0
==> cells in the mapped netlist, types with 4 or more instances <==
cell                       count  area [sq um]
sky130_fd_sc_hd__nand3_1      36           180
sky130_fd_sc_hd__mux2i_1      10           100
sky130_fd_sc_hd__a22oi_1       6          45.0
sky130_fd_sc_hd__a311oi_1      4          35.0
sky130_fd_sc_hd__o22ai_1       7          43.8
sky130_fd_sc_hd__dfxtp_1      80          1600
sky130_fd_sc_hd__and3_1        8          50.1
sky130_fd_sc_hd__nand2_1      40           150
sky130_fd_sc_hd__xor2_1       39           342
sky130_fd_sc_hd__a211oi_1      4          30.0
sky130_fd_sc_hd__inv_1        21          78.8
sky130_fd_sc_hd__nor2b_1       7          43.8
sky130_fd_sc_hd__ha_1         16           200
sky130_fd_sc_hd__xnor2_1      15           131
sky130_fd_sc_hd__clkbuf_1     12          45.0
sky130_fd_sc_hd__a22o_1        4          35.0
sky130_fd_sc_hd__nor3_1       15          75.1
sky130_fd_sc_hd__nor2_1       90           338
sky130_fd_sc_hd__nand4_1      24           150
sky130_fd_sc_hd__o21ai_0      11          55.1
sky130_fd_sc_hd__nor4_1        8          50.1
sky130_fd_sc_hd__or2_2         6          37.5
sky130_fd_sc_hd__a21oi_1      19          95.1
==> placed cells by master (no fill, tap or decap), drive strengths merged, types with 16 or more instances in the layout <==
cell type and instances:
nand2 42, inv 21, dfxtp 80, nor2 90
ha 16, xor2 39, a21oi 19, clkbuf 16
nand4 24, clkdlybuf4s50 30, nand3 36
==> power breakdown <==
part / internal, mW / total [mW] / leakage [nW] / switching (mW)
sequential: 0.599 / 0.619 / 0.670 / 0.0197
clock: 0.376 / 0.599 / 0.154 / 0.222
combinational: 0.0628 / 0.121 / 1.03 / 0.0582
total: 1.04 / 1.34 / 1.86 / 0.300
==> layout make-up <==
type | count | area share
well taps | 184 | 0.0441
repair buffers | 33 | 0.0619
inverters | 21 | 0.0151
flip-flops and latches | 82 | 0.319
clock buffers | 16 | 0.0600
multi-input cells | 419 | 0.500
==> stage by stage <==
stage | setup WS [ns] | hold WS, ns | cell area (sq um) | std cells | util
5_1_grt | 1.22 | 0.466 | 5220 | 755 | 0.360
3_3_place_gp | 1.98 | 0.427 | 4900 | 739 | 0.339
4_1_cts | 1.52 | 0.454 | 5220 | 755 | 0.360
6_report | 1.51 | 0.454 | 5220 | 755 | 0.360
3_5_place_dp | 1.88 | 0.444 | 4900 | 739 | 0.339
2_1_floorplan | 2.56 | 0.418 | 4430 | 539 | -
==> worst max path at each step <==
stage / startpoint / end / cells after the start
CTS: U8.inc[0]$_SDFFE_PP0P_ / Seg[6] / 7
global route: U8.inc[0]$_SDFFE_PP0P_ / Seg[6] / 7
finish: U8.inc[0]$_SDFFE_PP0P_ / Seg[6] / 7
Power figures rest on the tool's default switching activity, not on a simulated workload.
